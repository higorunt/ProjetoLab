File: /design/flow/config.mk
export PLATFORM = sky130hd
export DESIGN_NAME = ContadorUnidadesSegundo
export DESIGN_NICKNAME = ContadorUnidadesSegundo
export VERILOG_FILES = /design/flow/design.v
export SDC_FILE = /design/flow/constraint.sdc
export NUM_CORES = 4
export LEC_CHECK = 1
export CORE_AREA = 10 10 70 70
export DIE_AREA = 0 0 80 80
File: /design/flow/constraint.sdc
current_design ContadorUnidadesSegundo

set clk_period 1.3
set clk_io_pct 0.2

create_clock -name clk0 -period $clk_period [get_ports {clk}]

set non_clock_inputs [all_inputs -no_clocks]
set_input_delay [expr $clk_period * $clk_io_pct] -clock clk0 $non_clock_inputs
set_output_delay [expr $clk_period * $clk_io_pct] -clock clk0 [all_outputs]
File: /design/flow/design.v
module ContadorUnidadesSegundo(
  input wire clk,        
  input wire reset,      
  output reg [3:0] saida_display,   
  output reg proximo_estado_clk   
);
reg [3:0] count;
always @(posedge clk or posedge reset) begin
  if (reset) begin
    count <= 4'b0000;   
  end else begin
    if (count == 4'b1001) begin
      count <= 4'b0000;   
    end else begin
      count <= count + 1;   
    end
  end
end
always @* begin
  saida_display = count;   
  proximo_estado_clk = (count == 4'b1001);   
end
endmodule
File: /design/flow/run.sh
#!/bin/bash
# OpenROAD 26Q1-2900-gdf79404cd8, Yosys 0.63+post, stock flow scripts
make -C /OpenROAD-flow-scripts/flow DESIGN_CONFIG=/design/flow/config.mk WORK_HOME=/design/flow/orfs finish
==> notes.md <==
Implementation results.

The flow ran to the end, and the final reports show no timing, DRC or antenna violations. The routed length per placed instance is 7.12 µm. For this design the top-level I/O count stands at 7. The synthesis run identifies the leading combinational cell family as simple AND/OR/NAND/NOR gates. The number of cells reported by Yosys stat comes to 16.

The final timing report lists clock skew as 2.93 ps. Per the final timing report, the hold violations number 0. The number of port buffers is 6. The initial antenna violation count is 0. The tally of non-filler cells in the final layout is 81.

The routed design ends up with an antenna cell count of 0. The register bit count reported by yosys is 4. The total number of clock tree sinks is 4.

The chip area line in the Yosys stat output reads 175 µm². The design draws 280 µW. No sink is reached through more buffers than the 2 on the longest clock path.

The number of DRC markers after the initial detailed-route iteration is 2. The final route contains 192 vias. The starting density of the core is 0.0513.

Post-route period utilization is reported as 0.995. Of the total synthesized cell area, the portion taken by full adders, half adders and majority gates is 0. The number of synthesized flops with an enable pin is 0. The register area is 100 µm².

The register name with the most flops is count. The total congestion overflow after global routing is 0. From the final report, the count of setup violators was given as 0. The area share of and-or/or-and cells after synthesis is 0.0857.

The first-pass GRT wire length is 931 µm. The multi-input gate area in the final layout is 68.8 µm². The routed layout reports a DRC error count of 0. Counting every instance in the synthesized netlist gives 16.

After layout, the minimum clock period comes to 1290 ps. The root cell of the clock tree is sky130_fd_sc_hd__clkbuf_4. Among all cell types in the netlist, the one instantiated most often is sky130_fd_sc_hd__dfrtp_1. The reported leakage power is 0.183 nW.

Per the OpenROAD floorplan log, the area of the die is 6400 µm². For this design the ratio of total power to cell area is 713 nW/µm². The floorplan die width is 80 µm. Per the post-route antenna check, the number of violating nets is 0. STA classifies the critical path endpoint as an output port.

In the final timing run, aggregate negative setup slack is 0 ps. The post-synthesis simple-gate area fraction is 0.164. The worst hold path belongs to the class in -> async. Per the synth stats, the flop cell with the highest instance count is sky130_fd_sc_hd__dfrtp_1. Each instance of the synthesized netlist takes up on average 10.9 µm². The max-slew check reports its worst relative slack as 0.888.

The register with the most flip-flops in the layout has 4 of them. After synthesis the cells add up to 175 µm². The number of different library cells used by synthesis comes to 11. The leading area contributor after synthesis is sky130_fd_sc_hd__dfrtp_1.

The slew at the pin closest to its max-slew limit is 167 ps. The count of filler cells inserted in the layout is 402. The data arrival time reported for the critical path is 1030 ps. The synthesis report gives the async set-or-reset register share as 1.00. The worst setup path is of the reg -> out kind. The stage-log warning count is 26. The share of the Yosys chip area taken by registers is 0.571. Sorting the synthesized cells by how often they occur yields sky130_fd_sc_hd__dfrtp_1 (4), sky130_fd_sc_hd__inv_1 (3). In the global route stage, overall resource usage came out at 0.0195.

The largest registers in the layout are count x4. The timing report gives the biggest stage delay along the critical path as 380 ps. For this run, the number of Yosys warnings is 1. STA classifies the critical path startpoint as a register. The total wirelength of the detailed-routed design is 577 µm. The placer's final routability congestion estimate is 0.735.

The registers of the reported paths see a clock transition of 40 ps. The number of global-route vias before repair came to 201. The flow measured a signed area growth from synthesis to layout of 124%. The ratio of cells with drive above 1 in the final layout is 0.486. The skew report gives the latency at the later pin of the worst-skew pair as 230 ps.

The CTS tree is yes. The wire-length estimate of the detail-placed layout is 413 µm. The site row count is 21. Of the post-synthesis cell area, the part taken by muxes is 0.0643. The largest net degree at the start of global routing is 6. The slowest stage cell on the critical path is sky130_fd_sc_hd__dfrtp_1.

The cell count after placement is 73. The area share of the leading cell type in the synthesized netlist is 0.571. The xor-xnor portion of the synthesized cell area is 0.0500. The highest clock rate this design can be run at is 773 MHz. The worst ir drop on vdd is 0.430 mV. The CTS buffer count is 3. In this run the worst path has a maximum fanout of 2. The synthesis report lists the most area-consuming cells as sky130_fd_sc_hd__dfrtp_1 (57%), sky130_fd_sc_hd__inv_1 (6.4%), sky130_fd_sc_hd__mux2_2 (6.4%), sky130_fd_sc_hd__a221o_1 (5.7%), sky130_fd_sc_hd__nor2b_2 (5.0%).

The cell sequence reported for the critical path is nor2b_2, nor3b_2, buf_2. CTS built an H-tree with a depth of 1. Setup repair after global routing could not meet its margin everywhere. The vertical die size is 80 µm.

For reference, the final report shows the max-slew violation count at 0. The number of optimization iterations in the first detailed-route pass is 2. Across the run, the number of max-cap violations was 0. The required time at the endpoint of the critical path is 1040 ps. The core region is 3420 µm². The detail-routed via count per cell is 2.37.
-- where the power goes --
| group | switching [mW] | total (mW) | internal, mW |
|---|---|---|---|
| Combinational | 0.00285 | 0.00567 | 0.00283 |
| Sequential | 0 | 0.125 | 0.125 |
| Clock | 0.0461 | 0.149 | 0.103 |
| Total | 0.0490 | 0.280 | 0.231 |
-- area by class of cell --
| class | instances | area share |
|---|---|---|
| tap | 46 | 0.146 |
| clock buffer | 3 | 0.0573 |
| multi-input combinational | 9 | 0.175 |
| inverter | 3 | 0.0287 |
| sequential | 4 | 0.255 |
| timing repair buffer | 16 | 0.338 |
-- placed cells by master, fill, tap and decap left out --
cell	n
sky130_fd_sc_hd__a221o_1	1
sky130_fd_sc_hd__buf_2	1
sky130_fd_sc_hd__buf_4	8
sky130_fd_sc_hd__buf_6	2
sky130_fd_sc_hd__clkbuf_4	3
sky130_fd_sc_hd__clkdlybuf4s50_1	1
sky130_fd_sc_hd__dfrtp_1	4
sky130_fd_sc_hd__dlygate4sd2_1	4
sky130_fd_sc_hd__inv_1	3
sky130_fd_sc_hd__mux2_2	1
sky130_fd_sc_hd__nand2_1	1
sky130_fd_sc_hd__nor2_1	1
sky130_fd_sc_hd__nor2b_2	1
sky130_fd_sc_hd__nor3_1	1
sky130_fd_sc_hd__nor3b_2	1
sky130_fd_sc_hd__o21ai_1	1
sky130_fd_sc_hd__xnor2_1	1
-- repair_timing --
action / CTS / global route
setup buffers: 4 / 1
endpoints found under the setup margin: 5 / 2
hold buffers: 0 / 0
gates resized: 10 / 0
hold endpoints to repair: 0 / 0
-- worst paths after layout --
path	startpoint	end	slack [ps]	cells after the start
max in group asynchronous	reset	count[0]$_DFF_PP0_	910	2
hold / removal	reset	count[2]$_DFF_PP0_	230	2
min in group clk0	count[0]$_DFF_PP0_	count[0]$_DFF_PP0_	560	2
setup reg to reg	count[3]$_DFF_PP0_	count[3]$_DFF_PP0_	80	4
setup / recovery	count[2]$_DFF_PP0_	proximo_estado_clk	6	3
hold reg to reg	count[0]$_DFF_PP0_	count[0]$_DFF_PP0_	560	2
-- metal layers --
layer / vias up / GRT usage / share of wire
li1: 93 / - / -
met2: 11 / 0.0177 / 0.29
met5: - / 0 / 0
met4: 0 / 0.00528 / 0.016
met1: 86 / 0.0301 / 0.60
met3: 2 / 0.0159 / 0.088
-- metrics by stage --
stage | cell area [µm²] | setup WS (ps) | hold WS [ps] | util
floorplan | 175 | 336 | 26.1 | -
global placement | 330 | -129 | 420 | 0.0967
detailed placement | 330 | -148 | 440 | 0.0967
CTS | 385 | 0.342 | 230 | 0.113
global route | 393 | -102 | 234 | 0.115
finish | 393 | 6.07 | 229 | 0.115
-- critical path: cells and delay by family (launching register included) --
family	cells	cell delay, ps
DFF	1	380
buffers and inverters	1	110
and+or+nand+nor	2	310
-- cells by family after synthesis --
logic type	after synthesis
AOI/OAI and AO/OA	2
muxes	1
and+or+nand+nor	5
buffers and inverters	3
DFF	4
xor gates and xnor gates	1
No activity file was given, so power comes from the tool's default toggle rates.
