<file path="/design/flow/run.sh">
#!/bin/bash
# OpenROAD 26Q1-2900-gdf79404cd8, Yosys 0.63+post, stock flow scripts
make -C /OpenROAD-flow-scripts/flow DESIGN_CONFIG=/design/flow/config.mk WORK_HOME=/design/flow/orfs finish
</file>
<file path="/design/flow/config.mk">
export PLATFORM = sky130hd
export DESIGN_NAME = teste
export DESIGN_NICKNAME = teste
export VERILOG_FILES = /design/flow/design.v
export SDC_FILE = /design/flow/constraint.sdc
export NUM_CORES = 4
export LEC_CHECK = 1
export CORE_AREA = 10 10 70 70
export DIE_AREA = 0 0 80 80
</file>
<file path="/design/flow/constraint.sdc">
current_design teste

set clk_period 1.3
set clk_io_pct 0.2

create_clock -name clk0 -period $clk_period [get_ports {clk}]

set non_clock_inputs [all_inputs -no_clocks]
set_input_delay [expr $clk_period * $clk_io_pct] -clock clk0 $non_clock_inputs
set_output_delay [expr $clk_period * $clk_io_pct] -clock clk0 [all_outputs]
</file>
<file path="/design/flow/design.v">
module teste(
  input wire clk,        
  input wire reset,      
  output reg [3:0] saida_display,   
  output reg proximo_estado_clk   
);
reg [3:0] count;
always @(posedge clk or posedge reset) begin
  if (reset) begin
    count <= 4'b0000;   
  end else begin
    if (count == 4'b1001) begin
      count <= 4'b0000;   
    end else begin
      count <= count + 1;   
    end
  end
end
always @* begin
  saida_display = count;   
  proximo_estado_clk = (count == 4'b1001);   
end
endmodule
</file>
==> results_slide.txt <==
Synthesis and Place & Route Summary

Run
  – Tool warnings: 26
  – Max-capacitance violation count: 0

STA
  – Final setup violation count: 0
  – Unrepaired setup endpoints after global routing: true
  – Final hold viol count: 0
  – Final tally of max-slew violations: 0
  – Achievable clock frequency: 773 MHz
  – Relative slew margins: 88.8%
  – Worst slew pin tran: 0.167 ns
  – Minimum clock period after layout: 1.29 ns
  – Skew final: 0.00293 ns
  – Final period util: 99.5%

Yosys
  – Most used standard cell by instance count after synthesis: sky130_fd_sc_hd__dfrtp_1
  – Dominant kind of combinational cell: simple AND/OR/NAND/NOR gates
  – Synthesized-area fraction occupied by xor and xnor cells: 5.00%
  – List of most frequent post-synthesis cells: sky130_fd_sc_hd__dfrtp_1 (4), sky130_fd_sc_hd__inv_1 (3)
  – Number of standard cells after synthesis: 16
  – Number of warnings printed during yosys synthesis: 1
  – Main flop type: sky130_fd_sc_hd__dfrtp_1
  – Synth Area in Adders: 0%
  – Post-synthesis cell area: 175 sq um
  – Share of Yosys cell area claimed by the top area cell type: 57.1%
  – Simple Share, Synth: 16.4%
  – Top cell type by total area after synthesis: sky130_fd_sc_hd__dfrtp_1
  – Flip-flops with a built-in enable: 0
  – Chip area in the Yosys report: 175 sq um
  – Share of cell area taken by muxes after synthesis: 6.43%
  – Top cells by area: sky130_fd_sc_hd__dfrtp_1 (57%), sky130_fd_sc_hd__inv_1 (6.4%), sky130_fd_sc_hd__mux2_2 (6.4%)
  – Distinct cells, synth: 11
  – Synth Register Bits: 4
  – Number of cells in the yosys synthesis report: 16
  – Share of synthesized registers carrying an async set or reset: 100%
  – Average instance area after synthesis: 10.9 sq um
  – Synth Area in Compound Gates: 8.57%
  – Post-synthesis sequential area ratio: 57.1%

Route
  – Number of vias in the routed layout: 192
  – Per-cell via count in the routed design: 2.37
  – Drt initial violations: 2
  – Drt drc: 0
  – Antenna-violating nets left: 0
  – Sum of routed wire length over all layers: 577 um
  – Final routed wire length divided by cell count: 7.12 um
  – Diodes inserted: 0
  – Pre-Repair DR Iteration Count: 2

Critical path
  – Worst setup path class: register to primary output
  – Type of origin of the critical path: register
  – Critical Path Fanout Max: 2
  – Endpoint arrival time on the critical path: 1.03 ns
  – Worst EP required: 1.04 ns
  – Crit end category: primary output

Floorplanning
  – Die boundary width: 80 um
  – Total Die Area: 0.00640 sq mm
  – Area of the core: 0.00342 sq mm
  – I/O Pins: 7
  – Rows: 21
  – Chip Height: 80 um
  – Pre-placement core utilization: 5.13%

Pwr
  – Total power per unit cell area: 713 mW/mm^2
  – Maximum vdd ir drop: 0.430 mV
  – Static Leak: 0.183 nW

Final layout
  – Largest register by flop count: count
  – Largest register FFs: 4
  – Largest registers ranked by flip-flop count: count x4
  – Utilization of the core after routing: 11.5%
  – Area added between synthesis and finish: 124%
  – Share of post-route cells with drive strength above 1: 48.6%
  – Final design area excluding fillers: 393 sq um

Global routing
  – Via count of the first global-routing pass: 201
  – Global Route Usage Sum: 1.95%
  – Maximum number of pins on one net before global-route repair: 6
  – Overflow left after global routing: 0
  – Antenna violations before repair: 0
  – Global-route wire length before repair: 931 um

Placed design
  – Count of buffers from port buffering: 6
  – Area after detailed placement: 330 sq um
  – GP Congestion: 0.735
  – HPWL after detailed placement: 413 um

Clock network
  – Insertion delay at the late pin of the worst-skew pair: 0.23 ns
  – TritonCTS sink count: 4
  – Hold_buf cts: 0
  – Clock-pin slew of the registers on the worst-case setup and hold paths: 0.04 ns
  – CTS tree: yes
  – Total number of H-tree levels: 1
  – Clock root buffer: sky130_fd_sc_hd__clkbuf_4
  – Number of buffers added by the clock tree synthesis step: 3
  – Clock Tree Buf Depth: 2

Min path
  – Hold/Removal Path Class: input pin to asynchronous set/reset pin

Outcome
  – Outcome: complete, no violations
## cell families after synthesis
group,count (synthesis)
multiplexers,1
buffers and inverters,3
AND-OR/OR-AND,2
flip-flops,4
AND/OR/NAND/NOR,5
XOR/XNOR,1
## where the power goes
| part | internal (W) | switching [W] | total [W] | leakage (nW) |
|---|---|---|---|---|
| registers | 0.000125 | 0 | 0.000125 | 0.0513 |
| logic | 0.00000283 | 0.00000285 | 0.00000567 | 0.118 |
| clock network | 0.000103 | 0.0000461 | 0.000149 | 0.0138 |
| total | 0.000231 | 0.0000490 | 0.000280 | 0.183 |
## worst paths after layout
kind	startpoint	end	slack [ns]	cells after the start
setup / recovery	count[2]	proximo_estado_clk	0.006	3
hold / removal	reset	count[2]	0.23	2
setup reg to reg	count[3]	count[3]	0.08	4
hold reg to reg	count[0]	count[0]	0.56	2
max in group asynchronous	reset	count[0]	0.91	2
min in group clk0	count[0]	count[0]	0.56	2
## metal layers
metal  part of all wire, %  vias to the layer above  routed length, um  GRT usage [%]
met4                   1.6                        0                  9          0.528
met1                    60                       86                349           3.01
met2                    29                       11                167           1.77
met3                   8.8                        2                 51           1.59
li1                      -                       93                  -              -
met5                     0                        -                  0              0
## placed cells by master, fill, tap and decap left out
master	Yosys	routed
sky130_fd_sc_hd__buf_6	0	2
sky130_fd_sc_hd__clkbuf_4	0	3
sky130_fd_sc_hd__nand2_1	1	1
sky130_fd_sc_hd__nor2b_2	1	1
sky130_fd_sc_hd__nor3_1	1	1
sky130_fd_sc_hd__dfrtp_1	4	4
sky130_fd_sc_hd__buf_4	0	8
sky130_fd_sc_hd__mux2_2	1	1
sky130_fd_sc_hd__buf_2	0	1
sky130_fd_sc_hd__nor3b_2	0	1
sky130_fd_sc_hd__o21ai_1	1	1
sky130_fd_sc_hd__dlygate4sd2_1	0	4
sky130_fd_sc_hd__clkdlybuf4s50_1	0	1
sky130_fd_sc_hd__a221o_1	1	1
sky130_fd_sc_hd__nor2_1	1	1
sky130_fd_sc_hd__xnor2_1	1	1
sky130_fd_sc_hd__inv_1	3	3
## cell type report
type | count | area [sq um]
fillers | 402 | 3020
clock buffers | 3 | 22.5
inverters | 3 | 11.3
flip-flops and latches | 4 | 100
repair buffers | 16 | 133
well taps | 46 | 57.6
multi-input cells | 9 | 68.8
## critical path, stage by stage (launching register included)
cell                      delay [ns]
sky130_fd_sc_hd__dfrtp_1        0.38
sky130_fd_sc_hd__nor2b_2        0.15
sky130_fd_sc_hd__nor3b_2        0.16
sky130_fd_sc_hd__buf_2          0.11
## per-stage QoR
step | hold WS (ns) | setup TNS (ns) | power [W] | setup slack, ns | std cells
3_5_place_dp | 0.440 | -0.148 | 0.000133 | -0.148 | 73
5_1_grt | 0.234 | -0.137 | 0.000309 | -0.102 | 81
4_1_cts | 0.230 | 0 | 0.000287 | 0.000342 | 80
3_3_place_gp | 0.420 | -0.129 | 0.000133 | -0.129 | 73
2_1_floorplan | 0.0261 | 0 | 0.000129 | 0.336 | 16
6_report | 0.229 | 0 | 0.000280 | 0.00607 | 81
## what timing repair did
| action | 4_1_cts | 5_1_grt |
|---|---|---|
| gates cloned | 0 | 0 |
| endpoints found under the setup margin | 5 | 2 |
| resized | 10 | 0 |
| setup buffers | 4 | 1 |
Power is estimated from default activity; no workload was simulated.
