## constraint.sdc

```tcl
current_design ContadorCentesimosSegundo

set clk_period 1.7
set clk_io_pct 0.2

create_clock -name clk0 -period $clk_period [get_ports {clk}]

set non_clock_inputs [all_inputs -no_clocks]
set_input_delay [expr $clk_period * $clk_io_pct] -clock clk0 $non_clock_inputs
set_output_delay [expr $clk_period * $clk_io_pct] -clock clk0 [all_outputs]
```

## run.sh

```bash
#!/bin/bash
# OpenROAD 26Q1-2900-gdf79404cd8, Yosys 0.63+post, stock flow scripts
make -C /OpenROAD-flow-scripts/flow DESIGN_CONFIG=/design/flow/config.mk WORK_HOME=/design/flow/orfs finish
```

## design.v

```verilog
module ContadorCentesimosSegundo(
  input wire clk,        
  input wire reset,      
  output reg [3:0] saida_display,   
  output reg proximo_estado_clk   
);
reg [3:0] count;
always @(posedge clk or posedge reset) begin
  if (reset) begin
    count <= 4'b0000;   
  end else begin
    if (count == 4'b1001) begin
      count <= 4'b0000;   
    end else begin
      count <= count + 1;   
    end
  end
end
always @* begin
  saida_display = count;   
  proximo_estado_clk = (count == 4'b1001);   
end
endmodule
```

## config.mk

```make
export PLATFORM = sky130hd
export DESIGN_NAME = ContadorCentesimosSegundo
export DESIGN_NICKNAME = ContadorCentesimosSegundo
export VERILOG_FILES = /design/flow/design.v
export SDC_FILE = /design/flow/constraint.sdc
export NUM_CORES = 4
export LEC_CHECK = 1
export CORE_AREA = 10 10 70 70
export DIE_AREA = 0 0 80 80
```

==> Slide: Implementation Results <==
Synthesis and Place & Route Summary

Job
  – Total of max-cap violations: 0
  – Tally of OpenROAD warnings: 25

Worst setup path
  – Critical Path Fanout Max: 3
  – Terminus of the critical flop-to-flop path: count[3]$_DFF_PP0_
  – Reg2Reg Setup Slack: 610 ps
  – WP data required: 1360 ps
  – CP Class: reg2out
  – CP endpoint kind: output pin
  – Crit path largest cell delay: 490 ps
  – Setup crit end: saida_display[2]
  – CP startpoint kind: flip-flop
  – CP Cell Sequence: buf_4 > clkdlybuf4s50_1
  – Reg2Reg Depth: 3
  – Worst Setup SP: count[2]$_DFF_PP0_
  – Crit path max-delay cell type: clkdlybuf4s50_1
  – WP data arrival: 1210 ps
  – RR Startpoint: count[3]$_DFF_PP0_

STA
  – Final Skew: 5.00 ps
  – Setup_tns: 0 ps
  – Hold WS: 288 ps
  – Worst-Margin Slew: 214 ps
  – Relative slew slack: 0.857
  – Final worst path period share: 0.913
  – # setup viols final: 0
  – Final Max Slew Viols: 0
  – Final hold vios: 0
  – Max Freq: 645 MHz
  – Minimum clock period: 1550 ps
  – Unrepaired setup endpoints after global routing: no
  – Final worst slack: 149 ps

Detailed routing
  – Number of diodes: 0
  – DRT Pass-1 Iters: 3
  – Metal1 wirelength: 296 um
  – Post-Route WL: 517 um
  – DR WL/cell: 6.89 um
  – Routed via count: 168
  – Via density per instance: 2.24
  – Antenna Violating Nets Remaining: 0
  – Met3 wire len: 79 um
  – DR top layer: met3
  – Met2 routed WL: 140 um
  – Iter 0 DRT Violations: 2
  – Residual DRC: 0

Place
  – GP Congestion: 0.661
  – Placed instance area: 293 um2
  – Placed Cells: 68
  – Pre-CTS WS: 62.0 ps
  – IO buf count: 6
  – Hpwl dp: 366 um

Floorplan
  – Pre-Place Util: 0.0513
  – I/O Pins: 7
  – Die Height: 80 um
  – Die area: 6400 um2
  – Core Rows: 21
  – Core Region: 3420 um2
  – Die width: 80 um

Synth
  – Synth Seq Share: 0.571
  – Post-synthesis chip area from yosys: 175 um2
  – Post-Synthesis Cells: 16
  – # Cells Yosys: 16
  – Avg Inst Size Synth: 10.9 um2
  – Mapped Area: 175 um2
  – Distinct lib cells: 11
  – Synth flops: 4
  – Synth warn: 1

GRT
  – Pin count of the biggest net entering global routing: 8
  – Gr usage total: 0.0183
  – GRT overflow: 0
  – First-pass GRT wire length: 855 um
  – Vias in the first global route: 178
  – Initial antenna violation count: 0

Worst hold path
  – Worst hold path type: in2async

Finish
  – Max reg flops: 4
  – Biggest regs: count: 4 flops
  – Biggest register: count
  – Non-Filler Instances: 75
  – Fillers: 404
  – Post-Route Utilization: 0.102
  – Dominant logic cell type in the layout: clkdlybuf4s50_1
  – Share of layout cells above drive strength 1: 0.345
  – Area grow syn2layout: 99.3%
  – Most numerous logic cells after layout: clkdlybuf4s50_1, dfrtp_1, buf_4, inv_1, clkbuf_4
  – Design area: 349 um2

Clock tree
  – Clk latency late pin: 240 ps
  – CTS max path bufs: 2
  – Inserted Clock Buffers: 3
  – CTS tree: done
  – Hold_buf cts: 0
  – Clk root buf: clkbuf_4
  – Clock slew at reported path FFs: 40 ps
  – Htree depth: 1
  – # clock sinks: 4

Power and ir drop
  – Leakage power: 0.141 nW
  – Final Total Pwr: 0.217 mW
  – PwrDens: 621 nW/um2
  – Max rail drop VDD: 0.347 mV

Status
  – Status: completed
synthesized netlist by cell type (all sizes together):
cell type	instances	area, um2
nand2	1	3.75
mux2	1	11.3
nor2	1	3.75
inv	3	11.3
nor3	1	5.00
a221o	1	10.0
dfrtp	4	100
o21ai	1	5.00
nor2b	1	8.76
nor3b	1	7.51
xnor2	1	8.76
metal layers:
layer	vias to the layer above	track usage
met1	75	0.0267
met2	11	0.0177
met5	-	0
met4	0	0.00176
li1	82	-
met3	0	0.0182
timing repair:
action / in CTS / in global routing
gates resized: 2 / 0
setup buffers: 4 / 0
setup endpoints to repair: 1 / 0
kinds of logic after synthesis:
group,synth area share
and+or+nand+nor,0.164
DFF,0.571
buffers and inverters,0.0643
AOI/OAI and AO/OA,0.0857
xor gates and xnor gates,0.0500
muxes,0.0643
worst min-delay path by stage:
stage | end | slack, ps | start
CTS | count[2]$_DFF_PP0_ | 290 | reset
global route | count[2]$_DFF_PP0_ | 330 | reset
finish | count[2]$_DFF_PP0_ | 290 | reset
area by class of cell:
| cell class | instances | area [um2] | share of cell area |
|---|---|---|---|
| Tap cell | 46 | 57.6 | 0.165 |
| Multi-Input combinational cell | 9 | 68.8 | 0.197 |
| Sequential cell | 4 | 100 | 0.287 |
| Clock buffer | 3 | 22.5 | 0.0645 |
| Timing Repair Buffer | 10 | 88.8 | 0.254 |
| Inverter | 3 | 11.3 | 0.0323 |
report_power, final:
| part | internal, mW | leakage (nW) | switching, mW |
|---|---|---|---|
| registers | 0.0958 | 0.0513 | 0 |
| clock network | 0.0788 | 0.0138 | 0.0381 |
| logic | 0.00216 | 0.0757 | 0.00191 |
| total | 0.177 | 0.141 | 0.0400 |
critical path, delay by kind of cell (launching register included):
family	cells	cell delay, ps
buf+inv	2	620
flops	1	350
Power figures rest on the tool's default switching activity, not on a simulated workload.
